==> design/flow/design.v <==
module alu( clk, operand_a, operand_b, opcode, result);
    parameter DATA_WIDTH = 8;
    input clk;
    input[DATA_WIDTH-1:0]operand_a,operand_b;
    input [3:0] opcode;
    output reg[DATA_WIDTH-1:0] result;
  always@(posedge clk)
    begin
     case(opcode)
        4'b0000:  
           result <= operand_a + operand_b ; 
        4'b0001:  
           result <= operand_a - operand_b;
        default: result <= 8'bx; 
     endcase
    end
endmodule
==> design/flow/run.sh <==
#!/bin/bash
# OpenROAD 26Q1-2900-gdf79404cd8, Yosys 0.63+post, stock flow scripts
make -C /OpenROAD-flow-scripts/flow DESIGN_CONFIG=/design/flow/config.mk WORK_HOME=/design/flow/orfs finish
==> design/flow/config.mk <==
export PLATFORM = sky130hd
export DESIGN_NAME = alu
export DESIGN_NICKNAME = alu
export VERILOG_FILES = /design/flow/design.v
export SDC_FILE = /design/flow/constraint.sdc
export NUM_CORES = 4
export LEC_CHECK = 1
export CORE_AREA = 10 10 70 70
export DIE_AREA = 0 0 80 80
==> design/flow/constraint.sdc <==
current_design alu

set clk_period 5.3
set clk_io_pct 0.2

create_clock -name clk0 -period $clk_period [get_ports {clk}]

set non_clock_inputs [all_inputs -no_clocks]
set_input_delay [expr $clk_period * $clk_io_pct] -clock clk0 $non_clock_inputs
set_output_delay [expr $clk_period * $clk_io_pct] -clock clk0 [all_outputs]
==> results.json <==
{
  "status": "finished clean",
  "crit_path_end_kind": "flop",
  "syn_area_um2": 639.4,
  "worstMarginPinSlew_ps": 441.0,
  "ys_sh_simple_pct": 14.87,
  "largestRegisters": "result x8",
  "comb_area_um2": 445.4,
  "hold_ws_ps": 1462,
  "avgSynthCellArea_um2": 9.687,
  "rows": 21,
  "placed_area_um2": 977.2,
  "p_comb_share_pct": 45.9,
  "cts_buffers": 3,
  "ys_sh_aoi_pct": 14.29,
  "io_buffers": 28,
  "startpoint_type": "primary input",
  "routed_wl_mm": 1.458,
  "rsz0062_at_grt": "false",
  "grt_usage_pct": 4.759,
  "grt_max_degree": 8,
  "final.fill_count": 365,
  "worstPathArrival_ps": 3460,
  "coreArea_mm2": 0.003416,
  "seqCellArea_um2": 160.2,
  "clk_pin_slew_ps": 50,
  "fp_util_pct": 18.72,
  "final_cell_mix": "28 x clkdlybuf4s50_1, 10 x xnor2_1, 9 x inv_1",
  "swShare_pct": 25.01,
  "cts_setup_buffers": 0,
  "place_congestion": 0.7250,
  "fa_ha_area_share_pct": 18.79,
  "htree_levels": 1,
  "routedWlPerCell_um": 10.20,
  "n_antenna_cell": 0,
  "cap_viol_max_count": 0,
  "synthXorXnorAreaFrac_pct": 20.16,
  "cts_resized": 0,
  "io_pins": 29,
  "warnings": 25,
  "holdBufCountCts": 0,
  "regMostFlops": "result",
  "fin_area_um2": 999.7,
  "die_h_um": 80,
  "vias": 538,
  "clock-root-buffer": "clkbuf_4",
  "ys_area_um2": 639.4,
  "ys.flops": 8,
  "drc": 0,
  "fin_setup_tns_ps": 0,
  "grt_pass1_vias": 579,
  "period_used_pct": 61.97,
  "min_path_type": "in -> reg",
  "finalCriticalPeriod_ps": 3284,
  "p_switching_uw": 58.14,
  "largest_reg_flops": 8,
  "synthTopLogicFamily": "XOR/XNOR gates",
  "leakage_nw": 0.4079,
  "cts_tree": "yes",
  "p_per_area_mw_per_mm2": 232.6,
  "ys_sh_mux_pct": 1.566,
  "postSynthSeqShare_pct": 25.05,
  "synth.distinct_cells": 25,
  "syn_inst": 66,
  "vdd_ir_drop_max_mv": 0.06255,
  "slew_headroom_pct": 70.48,
  "dp_hpwl_mm": 1.362,
  "cp_max_fo": 7,
  "p_int_uw": 174.3,
  "yosysWarnings": 1,
  "cts_num_sinks": 8,
  "antenna_found_initial": 0,
  "fp.dieW_um": 80,
  "clk_path_buf_depth": 2,
  "grt.overflow.total": 0,
  "layout_top_cell": "clkdlybuf4s50_1",
  "fmax_mhz": 304.5,
  "vias_per_cell": 3.762,
  "seq_power_share_pct": 35.3,
  "die-area_mm2": 0.006400,
  "hold_viol_final": 0,
  "post_route_cells_drive_above_1_share_pct": 11.34,
  "syn_to_final_growth_pct": 56.36,
  "power.total_uw": 232.5,
  "path_class": "in -> reg",
  "first_pass_iters": 2,
  "drv_slew": 0,
  "clock_power_share_pct": 18.8,
  "cp.required_ps": 5470,
  "setup_viol": 0,
  "grt_first_pass_wirelength_mm": 2.525,
  "synth-cells-yosys": 66,
  "postRouteAntennaNets": 0,
  "drt_iter0_markers": 20
}
final timing paths:
path / end / slack (ps) / start / depth (start not counted)
setup / recovery: result[7] / 2020 / opcode[1] / 9
hold / removal: result[0] / 1460 / operand_a[0] / 4
cell usage after synthesis:
library cell	n	share of area (%)
dfxtp_1	8	25
nor2b_1	1	0.98
xnor2_1	10	14
nor4b_4	1	3.7
xnor2_2	1	2.5
mux2i_1	1	1.6
a21oi_1	2	1.6
a31oi_1	2	2.0
nor2_1	7	4.1
o2111ai_1	1	1.4
a21oi_2	1	1.4
nor3_2	2	3.1
inv_1	9	5.3
nand2_1	1	0.59
o21a_1	1	1.2
ha_1	8	16
o41ai_2	1	2.5
a21o_1	1	1.2
xor2_1	1	1.4
xor2_2	1	2.5
nor3_1	1	0.78
o21bai_1	1	1.2
a31oi_2	1	2.0
fa_1	1	3.1
nand3_1	2	1.6
final cells by class:
cell class | count | area share, %
Clock buffer | 3 | 2.253
Inverter | 9 | 3.379
Multi-Input combinational cell | 49 | 44.56
Sequential cell | 8 | 16.02
Tap cell | 46 | 5.757
Timing Repair Buffer | 28 | 28.04
per-stage QoR:
stage / instances / setup WS [ps] / util, %
after floorplan: 66 / 2394 / -
after global placement: 140 / 1800 / 28.61
after detailed placement: 140 / 1712 / 28.61
after CTS: 143 / 1975 / 29.27
after global routing: 143 / 1732 / 29.27
final: 143 / 2016 / 29.27
critical path: stages:
cell             delay, ps
clkdlybuf4s50_1        440
nor4b_4                480
mux2i_1                360
ha_1                   280
nor2b_1                140
o2111ai_1              160
nand3_1                120
o41ai_2                260
xnor2_1                150
power by group through the flow:
stage	Sequential (mW)	Clock, mW	Combinational (mW)
global route	0.0846	0.0496	0.121
CTS	0.0824	0.0465	0.110
finish	0.0821	0.0436	0.107
logic make-up after synthesis:
kind of cell | Yosys count
buf+inv | 9
simple gates | 15
flops | 8
mux | 1
fa+ha+maj | 9
compound gates | 11
xor+xnor | 13
per-layer routing:
metal  GRT usage (%)  up-vias  part of all wire [%]  routed length, um
met4           1.232        0                   2.6                 38
met1           6.110      222                    45                654
li1                -      291                     -                  -
met2           7.143       21                    41                599
met5               0        -                     0                  0
met3           2.045        4                    11                166
No activity file was given, so power comes from the tool's default toggle rates.
