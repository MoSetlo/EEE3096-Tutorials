==> flow/design.v <==
`timescale 1ns / 1ps
module reg_mem (addr, data_in, wen, clk, data_out);
    parameter DATA_WIDTH = 8;  
    parameter ADDR_BITS = 5;  
    input [ADDR_BITS-1:0] addr;
    input [DATA_WIDTH-1:0] data_in;
    input wen;
    input clk;
    output [DATA_WIDTH-1:0] data_out;
    reg [DATA_WIDTH-1:0] data_out;
    reg [DATA_WIDTH-1:0] mem_array [(2**ADDR_BITS)-1:0];
    always @(posedge clk) begin
        if (wen) begin  
            mem_array [addr] <= data_in;
            data_out <= #(DATA_WIDTH)'b0;
        end
        else begin  
            data_out <= mem_array[addr];
        end
    end
endmodule
==> flow/run.sh <==
#!/bin/bash
# OpenROAD 26Q1-2900-gdf79404cd8, Yosys 0.63+post, stock flow scripts
make -C /OpenROAD-flow-scripts/flow DESIGN_CONFIG=/design/flow/config.mk WORK_HOME=/design/flow/orfs finish
==> flow/config.mk <==
export PLATFORM = sky130hd
export DESIGN_NAME = reg_mem
export DESIGN_NICKNAME = reg_mem
export VERILOG_FILES = /design/flow/design.v
export SDC_FILE = /design/flow/constraint.sdc
export NUM_CORES = 4
export LEC_CHECK = 1
export CORE_UTILIZATION = 40
==> flow/constraint.sdc <==
current_design reg_mem

set clk_period 2.3
set clk_io_pct 0.2

create_clock -name clk0 -period $clk_period [get_ports {clk}]

set non_clock_inputs [all_inputs -no_clocks]
set_input_delay [expr $clk_period * $clk_io_pct] -clock clk0 $non_clock_inputs
set_output_delay [expr $clk_period * $clk_io_pct] -clock clk0 [all_outputs]
==> run notes <==
This note records the results obtained with Yosys and OpenROAD.

Placed design
The half-perimeter wire length after detailed placement is around 15000 um. The number of buffers added on ports is 22. The placement stage leaves a total instance area of roughly 12000 um2.

The global placer's final weighted congestion is 0.928. The detailed placer reported the number of placed instances as about 990. The pre-CTS worst setup slack is -0.397 ns.

Final timing
The post-layout minimum cycle time is 2.27 ns. The clock arrives with 0.00935 ns of skew. For this run, the final setup violation count is recorded as 0. The total negative slack for setup checks is 0 ns. In this build the clock could be raised as far as about 440 MHz. The worst slew margin relative to its limit is between 50% and 60%. Counting endpoints that fail hold in the final report gives 0. The fraction of the cycle the final worst path needs is 98.5%. Max-slew check failures listed in the final report amount to 0.

The worst-margin pin slew is ~0.64 ns. The final-layout worst hold slack is 0.721 ns. Setup repair after global routing left no endpoint under its margin. Across all setup checks in the final design, the least slack found is 0.0336 ns.

Finish
The layout overhead on the synthesized area is 21.2%. Across the whole layout, storage elements account for 7850 um2. The library cells used most frequently in the layout, excluding fill and tap cells, are sky130_fd_sc_hd__edfxtp_1, sky130_fd_sc_hd__mux2i_1, sky130_fd_sc_hd__buf_4. In the final layout, the share of cells above drive strength 1 is 20.7%. The post-route cell area is between 10000 and 15000 um2.

The final standard cell count with taps included and fillers excluded is 1040. Leaving out fill and tap cells, the most frequent cell in the layout is sky130_fd_sc_hd__edfxtp_1. Per the layout area report, the combinational gate area comes to 2200 um2. Cells fill between 40% and 50% of the core in the end. The number of filler instances in the final layout is 1998.

Clock network
According to the CTS report, the clock sink count is 264. The hold buffer count at cts is 0. The maximum count of clock buffers along a single path is 3.

Post-CTS repair ended up resizing 0 cells. The CTS root buffer is sky130_fd_sc_hd__clkbuf_16. The clock tree from TritonCTS is done.

Clock latency on the worst-skew pair, taken at its later pin, is approximately 0.52 ns. Clock-pin slew was measured on the worst setup and hold paths at 0.06 ns. The number of buffers added for setup after CTS is 0. Buffers inserted during clock tree synthesis total 27. Looking at the clock tree report, the H-tree level count equals 1.

Worst setup path
The timing report lists the critical path depth as 7 cells. The library cell contributing the largest single delay on the critical path is sky130_fd_sc_hd__nor4_1. The cell family with the largest share of critical-path delay is simple AND/OR/NAND/NOR gates. The cell seen most often among critical-path stages is sky130_fd_sc_hd__buf_4. The minimum setup slack among reg-to-reg paths is ~0.60 ns.

For reference, the critical path cell chain is clkdlybuf4s50_1 -> buf_4 -> nand4bb_1 -> o22ai_1 -> buf_4 -> nor4_1 -> a21oi_1. The category of the worst setup path capture point is a register. In this run the critical register-to-register path is launched from mem_array[26][3]$_DFFE_PP_. The largest fanout on the critical path is 16.

The required time reported for the critical path endpoint is 2.68 ns. The startpoint type of the worst setup path is a primary input. The worst register-to-register path depth is 5. Together, buffers and inverters on the worst path number 3. The data arrival time at the worst-slack endpoint is ~2.7 ns. The capture point of the worst reg-to-reg path is data_out[3]$_SDFF_PP0_.

The delay of the slowest cell on the worst path is 0.58 ns. The critical path class is primary input to register.

Logic synthesis
The main area contributors are sky130_fd_sc_hd__edfxtp_1, sky130_fd_sc_hd__mux2i_1, sky130_fd_sc_hd__o22ai_1, sky130_fd_sc_hd__dfxtp_1, sky130_fd_sc_hd__nor2_1. After synthesis, the share of flip-flops with an asynchronous set or reset is 0%. The synthesized design spends more area on one cell type than any other, namely sky130_fd_sc_hd__edfxtp_1. In the synthesized netlist, the number of instances is 577. The number of unique standard cell types used by synthesis is 26. A synthesized cell averages ~18 um2. The post-synth area from yosys stat is 10300 um2. The number of warning messages in the yosys log is 1. Counting flops and latches in the post-synthesis netlist gives 264. The synthesized netlist occupies a cell area of 10300 um2.

In the synthesized netlist the dominant register cell turns out to be sky130_fd_sc_hd__edfxtp_1. The area fraction of the largest cell type after synthesis is 74.9%. The share of the Yosys chip area taken by registers is between 70% and 80%. The number of enable flip-flop cells is about 260. The synthesized netlist was found by Yosys to have 577 cells.

Die
Before placement the cells fill between 40% and 50% of the core. The floorplan step set the die height to 162 um. The boundary pin count is 23. In this run the horizontal extent of the chip is 162 um. The report lists the number of standard-cell rows as 58. The die area is between 20000 and 30000 um2. After floorplanning, the core was sized to cover 25200 um2.

Flow run
The number of maximum-capacitance constraint violations is 0. The tally of OpenROAD warnings is 25.

Detailed routing
The violation tally recorded at the end of detailed-routing iteration 0 is 446. Dividing the detail-routed via count by the number of cells gives 5.33. The number of antenna diodes is 0. The tally of nets with antenna violations remaining after routing is 0. In the final routed layout, each cell accounts on average for 21.4 um.

The via count of the routed design is 5544. The DRC violation count after routing is 0. The first detailed-routing pass ran for 5 iterations.

The final wirelength is 22200 um.

Worst hold path
The worst hold path depth is 5. The worst min-delay path class is primary input to register. STA lists the startpoint of the worst hold path as addr[1]. The worst hold endpoint is data_out[7]$_SDFF_PP0_.

Pwr
The worst IR drop on VDD is 0.458 mV. Summing internal, switching and leakage power gives 10.3 mW. The leakage dissipation is 4.39 nW. The power density of the placed cells is 832 nW/um2.

Global route
The pin count of the biggest net entering global routing is 33. The number of global-route vias before repair is 5722. The initial antenna violation count came to 0.

The first global-routing pass estimated 33700 um of wire. Global routing finished with a remaining overflow of 0. The global-route usage over all layers is 19.0%.

Status
The run finished with clean final reports.
==> cell families after synthesis <==
logic type / Yosys count / share of synthesized area [%]
mux: 128 / 12.5
flops: 264 / 76.5
simple gates: 77 / 4.65
compound gates: 72 / 4.35
buf+inv: 36 / 2.05
==> area by class of cell <==
class / instances / area share, %
Sequential cell: 264 / 63.1
Multi-Input combinational cell: 277 / 17.7
Timing Repair Buffer: 120 / 8.50
Clock buffer: 29 / 5.49
Tap cell: 330 / 3.32
Clock inverter: 20 / 1.86
==> synth_stat cells, drive strengths merged, types with 2 or more instances <==
| library cell | number |
|---|---|
| a21oi | 8 |
| buf | 28 |
| clkbuf | 8 |
| dfxtp | 8 |
| edfxtp | 256 |
| mux2i | 128 |
| nand2 | 2 |
| nand3 | 2 |
| nand3b | 4 |
| nand4b | 4 |
| nand4bb | 6 |
| nor2 | 29 |
| nor3 | 4 |
| nor4 | 16 |
| o22ai | 64 |
| or3b | 3 |
| or4b | 4 |
==> sequential cells by signal, summed over array words and instances, names as in the netlist <==
signal	cells
data_out	8
mem_array	256
==> layer usage <==
layer	wire length (um)	share of wire, %	GRT usage, %	vias to the layer above
li1	-	-	-	2565
met1	8930	40	28.1	2715
met2	10500	47	28.3	224
met3	2240	10	8.28	40
met4	602	2.7	4.42	0
met5	0	0	0	-
==> power breakdown <==
group | internal (mW) | switching (mW)
sequential | 5.34 | 0.0249
clock | 2.70 | 1.72
combinational | 0.239 | 0.314
total | 8.28 | 2.06
==> worst min-delay path: stages <==
cell and delay [ns]:
sky130_fd_sc_hd__buf_6 0.18, sky130_fd_sc_hd__mux2i_1 0.16, sky130_fd_sc_hd__o22ai_2 0.17, sky130_fd_sc_hd__nor4_1 0.09, sky130_fd_sc_hd__a21oi_1 0.13
==> worst max path at each step <==
| stage | endpoint | start |
|---|---|---|
| after CTS | data_out[3]$_SDFF_PP0_ | addr[2] |
| after global routing | data_out[3]$_SDFF_PP0_ | addr[2] |
| final | data_out[3]$_SDFF_PP0_ | addr[2] |
Power and IR drop assume default switching activity.
